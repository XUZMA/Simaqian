### ./config.mk
export PLATFORM = sky130hd
export DESIGN_NAME = shift_mux
export DESIGN_NICKNAME = shift_mux
export VERILOG_FILES = /design/flow/design.v
export SDC_FILE = /design/flow/constraint.sdc
export NUM_CORES = 4
export LEC_CHECK = 1
export CORE_UTILIZATION = 30
### ./constraint.sdc
current_design shift_mux

set clk_period 4.3
set clk_io_pct 0.2

create_clock -name clk0 -period $clk_period

set non_clock_inputs [all_inputs -no_clocks]
set_input_delay [expr $clk_period * $clk_io_pct] -clock clk0 $non_clock_inputs
set_output_delay [expr $clk_period * $clk_io_pct] -clock clk0 [all_outputs]
### ./design.v
module mux2x32(y, s, a0, a1);
   input [31:0] a0, a1;
   input 	s;
   output [31:0] y;
   assign y = s ? a1 : a0;
endmodule  
module shift_mux(sh, data, shift_amount, right, arithmetic);
   input [31:0] data;  
   input [4:0] 	shift_amount;  
   input 	right;  
   input 	arithmetic; 
   output [31:0] sh; 
   parameter zeroes = 16'b0;
   wire 	 sign_bit = data[31] & arithmetic;
   wire [15:0] 	 sign_extension = {16{sign_bit}};
   wire [31:0] 	 sdl4, sdr4, right_left_4, result_4;
   wire [31:0] 	 sdl3, sdr3, right_left_3, result_3;
   wire [31:0] 	 sdl2, sdr2, right_left_2, result_2;
   wire [31:0] 	 sdl1, sdr1, right_left_1, result_1;
   wire [31:0] 	 sdl0, sdr0, right_left_0;   
   assign sdl4 = {data[15:0],zeroes}; 
   assign sdr4 = {sign_extension,data[31:16]}; 
   mux2x32 mux_right_left_4(right_left_4, right, sdl4, sdr4); 
   mux2x32 mux_result_4(result_4, shift_amount[4], data, right_left_4);  
   assign sdl3 = {result_4[23:0],zeroes[7:0]}; 
   assign sdr3 = {sign_extension[7:0],result_4[31:8]}; 
   mux2x32 mux_right_left_3(right_left_3, right, sdl3, sdr3); 
   mux2x32 mux_result_3(result_3, shift_amount[3], result_4, right_left_3);  
   assign sdl2 = {result_3[27:0],zeroes[3:0]}; 
   assign sdr2 = {sign_extension[3:0],result_3[31:4]}; 
   mux2x32 mux_right_left_2(right_left_2, right, sdl2, sdr2); 
   mux2x32 mux_result_2(result_2, shift_amount[2], result_3, right_left_2);  
   assign sdl1 = {result_2[29:0],zeroes[1:0]}; 
   assign sdr1 = {sign_extension[1:0],result_2[31:2]}; 
   mux2x32 mux_right_left_1(right_left_1, right, sdl1, sdr1); 
   mux2x32 mux_result_1(result_1, shift_amount[1], result_2, right_left_1);  
   assign sdl0 = {result_1[30:0],zeroes[0]}; 
   assign sdr0 = {sign_extension[0],result_1[31:1]}; 
   mux2x32 mux_right_left_0(right_left_0, right, sdl0, sdr0); 
   mux2x32 mux_result_0(sh, shift_amount[0], result_1, right_left_0);  
endmodule  
### ./run.sh
#!/bin/bash
# OpenROAD 26Q1-2900-gdf79404cd8, Yosys 0.63+post, stock flow scripts
make -C /OpenROAD-flow-scripts/flow DESIGN_CONFIG=/design/flow/config.mk WORK_HOME=/design/flow/orfs finish
==> out/metrics.yaml <==
global_route:
  grt_max_degree: 91
  grt_use_total_pct: 30.4
  antenna_found_initial: 0
  grt_pass1_wl_um: 37200
  first_global_vias: 6341
  grt.overflow.total: 0
place:
  post_dp_cell_area_um2: 6420
  io_buffers: 71
  gp_congestion: 1.05
  dpl.cell_count: 1050
  dp_hpwl_um: 19100
flow_run:
  maxCapViolCount: 0
  warning_count: 32
layout:
  num-clock-buffers: 0
  flops: 0
  syn_to_final_growth_pct: 41.9
  lay_top_count: "buf_4"
  instances_no_fill: 1057
  stdcell_area_um2: 6600
  ff_latch_area_um2: 0
  drive_above_1_share_pct: 28.0
  fill_cells: 1526
  final_cell_mix: "165 x buf_4, 64 x a21oi_1, 60 x clkdlybuf4s50_1, 58 x nand2_1, 49 x nor2_1"
route:
  wl_met2_um: 10800
  diodes: 0
  route.detailed.drc: 0
  routedWlPerCell_um: 22.9
  highest_layer: "met4"
  routed-wl-met3_um: 2000
  wl_met1_um: 10100
  dr.first_iter.drc_count: 968
  ant_nets: 0
  drt-total-wl_um: 24200
  firstDrtPassIters: 5
  routed-via-count: 6859
  via_per_inst: 6.49
floorplanning:
  ios: 71
  die_y_um: 126
  core-area_um2: 15100
  rows: 45
  fp_util_pct: 30.7
  chipArea_um2: 16000
  die_width_um: 126
critical_path:
  startpoint_type: "input pin"
  crit_type: "input pin to output port"
  required_ns: 3.44
  critPathArrivalTime_ns: 3.38
  end_kind: "output port"
  cp_max_fo: 3
logic_synthesis:
  ys_cells: 713
  ys_area_um2: 4650
  synth_cells: 713
  synth_area_per_cell_um2: 6.52
  yosys-mux-area-fraction_pct: 12.0
  yosysWarnings: 0
  ys_types: 80
  aoi_share_pct: 48.1
  synth.yosys.seq_area_share_pct: 0
  simple_gate_share_pct: 29.1
  adder_share_pct: 0
  synthXorXnorAreaFrac_pct: 0
  top_logic_kind: "AND-OR/OR-AND gates"
  synth_area_um2: 4650
min_path:
  hold_class: "input pin to output port"
  worstHoldPathCells: 4
  hp-start: "shift_amount[1]"
  holdPathEnd: "sh[14]"
pwr:
  p_switching_mw: 0.466
  switching_share_pct: 52.7
  seqPwrFrac_pct: 0
  p_leak_nw: 2.58
  intPower_mw: 0.418
  powerDensity_nw_per_um2: 134
  p_comb_share_pct: 100.0
  clkPwrFrac_pct: 0
  vdd_ir_drop_max_mv: 0.0404
final_timing:
  fin_setup_tns_ns: 0
  fin_crit_ns: 4.24
  rsz0062_at_grt: "false"
  slew_violations: 0
  fmax_mhz: 236
  setup_viol: 0
  final_hold_viol_count: 0
  worst_pin_slew_ns: 0.511
  finalCritPeriodShare_pct: 98.7
  maxSlewHeadroom_pct: 65.6
cts:
  hold_buffers: 0
run_status:
  outcome: "finished, final reports clean"
metrics by stage:
stage / setup slack, ns / utilization [%] / total power [mW] / hold slack [ns]
floorplan: 1.01 / - / 0.433 / 1.99
global placement: -0.241 / 42.4 / 0.841 / 2.54
detailed placement: -0.240 / 42.4 / 0.835 / 2.55
CTS: 0.0116 / 42.8 / 0.847 / 2.55
global route: 0.000627 / 43.6 / 0.938 / 2.59
finish: 0.0580 / 43.6 / 0.884 / 2.55
synthesized netlist by cell type, types with 10 or more instances:
| master | count | share of area, % |
|---|---|---|
| a211o_1 | 10 | 1.9 |
| a211oi_1 | 28 | 4.5 |
| a21oi_1 | 67 | 7.2 |
| a221oi_1 | 10 | 1.9 |
| a31oi_1 | 21 | 2.8 |
| buf_2 | 30 | 3.2 |
| buf_6 | 12 | 2.9 |
| clkbuf_1 | 35 | 2.8 |
| inv_1 | 10 | 0.81 |
| mux2i_1 | 32 | 6.9 |
| nand2_1 | 59 | 4.8 |
| nand2b_1 | 21 | 2.8 |
| nand3_1 | 37 | 4.0 |
| nor2_1 | 51 | 4.1 |
| nor3_1 | 41 | 4.4 |
| o211ai_1 | 20 | 3.2 |
| o21ai_0 | 35 | 3.8 |
power by group through the flow:
| stage | Combinational, mW | Clock (mW) | Sequential (mW) |
|---|---|---|---|
| 4_1_cts | 0.847 | 0 | 0 |
| 5_1_grt | 0.938 | 0 | 0 |
| 6_report | 0.884 | 0 | 0 |
logic make-up after synthesis:
logic type	count (synthesis)
AOI/OAI and AO/OA	305
muxes	47
and+or+nand+nor	266
buffers and inverters	95
critical path, cell delays in order:
cell	delay, ns
clkdlybuf4s50_1	0.43
mux2_2	0.26
mux4_2	0.57
buf_4	0.18
nand2_1	0.05
o21ai_1	0.10
o211a_1	0.22
a211o_1	0.29
clkdlybuf4s50_1	0.41
how the worst max path moves through the flow:
stage,start,to,slack (ns),cells past startpoint
after CTS,data[2],sh[19],0.01,10
after global routing,data[24],sh[16],0.0006,10
final,data[20],sh[11],0.06,9
layout make-up:
type | count | area [um^2] | share of cell area [%]
multi-input cells | 618 | 4270 | 64.7
repair buffers | 241 | 2060 | 31.2
well taps | 188 | 235 | 3.57
inverters | 10 | 37.5 | 0.569
routing by layer:
metal / GRT usage (%) / vias to the layer above
li1: - / 3129
met2: 48.5 / 427
met3: 2.71 / 86
met4: 12.3 / 0
met1: 42.3 / 3217
met5: 0 / -
repair_timing:
item	in CTS	in global routing
buffers inserted	4	3
endpoints found under the setup margin	32	22
pin swaps	4	14
gates resized	12	30
Power and IR drop assume default switching activity.

`/design/flow/run.sh`:
```
#!/bin/bash
# OpenROAD 26Q1-2900-gdf79404cd8, Yosys 0.63+post, stock flow scripts
make -C /OpenROAD-flow-scripts/flow DESIGN_CONFIG=/design/flow/config.mk WORK_HOME=/design/flow/orfs finish
```
`/design/flow/config.mk`:
```
export PLATFORM = sky130hd
export DESIGN_NAME = multiply16_unsigned
export DESIGN_NICKNAME = multiply16_unsigned
export VERILOG_FILES = /design/flow/design.v
export SDC_FILE = /design/flow/constraint.sdc
export NUM_CORES = 4
export LEC_CHECK = 1
export CORE_UTILIZATION = 50
```
`/design/flow/constraint.sdc`:
```
current_design multiply16_unsigned

set clk_period 13.9
set clk_io_pct 0.2

create_clock -name clk0 -period $clk_period

set non_clock_inputs [all_inputs -no_clocks]
set_input_delay [expr $clk_period * $clk_io_pct] -clock clk0 $non_clock_inputs
set_output_delay [expr $clk_period * $clk_io_pct] -clock clk0 [all_outputs]
```
`/design/flow/design.v`:
```
module multiply_line_1(partial_product, multiplicand_shift_left, multiplier_shift_right, partial_product_finished, multiplicand, multiplier);
   input [31:0] partial_product_finished, multiplicand, multiplier;
   output [31:0] partial_product, multiplicand_shift_left, multiplier_shift_right;
   wire [31:0] 	 addend;
   assign addend = multiplier[0] ? multiplicand : 32'b0;
   assign partial_product = partial_product_finished + addend;
   assign multiplicand_shift_left = multiplicand << 1;
   assign multiplier_shift_right = multiplier >> 1;
endmodule  
module multiply_line_2(partial_product, multiplicand_shift_left, multiplier_shift_right, partial_product_finished, multiplicand, multiplier);
   input [31:0] partial_product_finished, multiplicand, multiplier;
   output [31:0] partial_product, multiplicand_shift_left, multiplier_shift_right;
   wire [31:0] 	 partial_product_middle, multiplicand_shift_left_middle, multiplier_shift_right_middle;
   multiply_line_1 ml_0(partial_product_middle, multiplicand_shift_left_middle, multiplier_shift_right_middle,partial_product_finished, multiplicand, multiplier);
   multiply_line_1 ml_1(partial_product, multiplicand_shift_left, multiplier_shift_right, partial_product_middle, multiplicand_shift_left_middle, multiplier_shift_right_middle);
endmodule  
module multiply_line_4(partial_product, multiplicand_shift_left, multiplier_shift_right, partial_product_finished, multiplicand, multiplier);
   input [31:0] partial_product_finished, multiplicand, multiplier;
   output [31:0] partial_product, multiplicand_shift_left, multiplier_shift_right;
   wire [31:0] 	 partial_product_middle, multiplicand_shift_left_middle, multiplier_shift_right_middle;
   multiply_line_2 ml_0(partial_product_middle, multiplicand_shift_left_middle, multiplier_shift_right_middle,partial_product_finished, multiplicand, multiplier);
   multiply_line_2 ml_1(partial_product, multiplicand_shift_left, multiplier_shift_right, partial_product_middle, multiplicand_shift_left_middle, multiplier_shift_right_middle);
endmodule  
module multiply_line_8(partial_product, multiplicand_shift_left, multiplier_shift_right, partial_product_finished, multiplicand, multiplier);
   input [31:0] partial_product_finished, multiplicand, multiplier;
   output [31:0] partial_product, multiplicand_shift_left, multiplier_shift_right;
   wire [31:0] 	 partial_product_middle, multiplicand_shift_left_middle, multiplier_shift_right_middle;
   multiply_line_4 ml_0(partial_product_middle, multiplicand_shift_left_middle, multiplier_shift_right_middle,partial_product_finished, multiplicand, multiplier);
   multiply_line_4 ml_1(partial_product, multiplicand_shift_left, multiplier_shift_right, partial_product_middle, multiplicand_shift_left_middle, multiplier_shift_right_middle);
endmodule  
module multiply_line_16(partial_product, multiplicand_shift_left, multiplier_shift_right, partial_product_finished, multiplicand, multiplier);
   input [31:0] partial_product_finished, multiplicand, multiplier;
   output [31:0] partial_product, multiplicand_shift_left, multiplier_shift_right;
   wire [31:0] 	 partial_product_middle, multiplicand_shift_left_middle, multiplier_shift_right_middle;
   multiply_line_8 ml_0(partial_product_middle, multiplicand_shift_left_middle, multiplier_shift_right_middle,partial_product_finished, multiplicand, multiplier);
   multiply_line_8 ml_1(partial_product, multiplicand_shift_left, multiplier_shift_right, partial_product_middle, multiplicand_shift_left_middle, multiplier_shift_right_middle);
endmodule  
module multiply_line_32(partial_product, multiplicand_shift_left, multiplier_shift_right, partial_product_finished, multiplicand, multiplier);
   input [31:0] partial_product_finished, multiplicand, multiplier;
   output [31:0] partial_product, multiplicand_shift_left, multiplier_shift_right;
   wire [31:0] 	 partial_product_middle, multiplicand_shift_left_middle, multiplier_shift_right_middle;
   multiply_line_16 ml_0(partial_product_middle, multiplicand_shift_left_middle, multiplier_shift_right_middle,partial_product_finished, multiplicand, multiplier);
   multiply_line_16 ml_1(partial_product, multiplicand_shift_left, multiplier_shift_right, partial_product_middle, multiplicand_shift_left_middle, multiplier_shift_right_middle);
endmodule  
module multiply16_unsigned(product, multiplicand, multiplier);
   input [31:0] multiplicand, multiplier;
   output [31:0] product;
   wire [31:0] multiplicand_shift_left, multiplier_shift_right;
   wire [31:0] 	 partial_product_finished;
   wire [31:0] 	 multiplicand_lsb16, multiplier_lsb16;
   assign partial_product_finished = 32'h0000_0000;
   assign multiplicand_lsb16 = multiplicand & 32'h0000_FFFF;
   assign multiplier_lsb16 = multiplier & 32'h0000_FFFF;
   multiply_line_32 ml32_0(product, multiplicand_shift_left, multiplier_shift_right, partial_product_finished, multiplicand_lsb16, multiplier_lsb16);
endmodule  
```
==> flow_summary.ini <==
; yosys + openroad results
[route]
vias = 6129
avgRoutedWirePerCell_um = 15.9
viasPerCell = 5.19
ant_nets = 0
wl_um = 18800
drtPass1Iterations = 4
drtIter0Drc = 175
remaining_drc_errors = 0
diodes = 0

[sta]
rsz0062_at_grt = false
max_freq_mhz = 81.6
hold_viol_final = 0
setup_tns_ns = 0
setup_slack_ns = 1.64
slew_headroom = 0.449
finalClockPeriodUsage = 0.882
slew_violations = 0
worstMarginPinSlew_ns = 0.825
setup_violations = 0
final.min_clock_period_ns = 12.26

[floorplanning]
fp-utilization = 0.515
core_mm2 = 0.0160
dieArea_mm2 = 0.0170
rows = 46
chipWidth_um = 130
die_y_um = 130
ios = 96

[job]
maxCapViolations = 0
warnings = 64

[clocking]
post_cts_buffers = 0
cts_hold_buf = 0
cts_resized = 0

[synth]
yosysUniqueCellTypes = 46
synthesis.area_mm2 = 0.00824
yosysChipArea_mm2 = 0.00824
synthCells = 935
synth.avg_cell_area_um2 = 8.81
ys_warn_count = 0
ys_seq_share = 0
ys_cells = 935

[worst_setup_path]
crit_type = in -> out
startpoint_type = primary input
critPathCapture = product[29]
required_ns = 11.12
arrival_ns = 9.48
crit_path_end_kind = output port
critPathLaunch = multiplicand[13]
crit_path_max_fanout = 16

[cells_and_area]
fin_util = 0.565
final_cells = 1182
final_cell_mix = fa_1, inv_1, nand2_1
clockBufferCount = 0
layout.area.seq_um2 = 0
n_sequential_cell = 0
drive_above_1_share = 0.00725
layout.cells.most_common = fa_1
syn_to_final_growth_pct = 9.67

[global_route]
antenna_found_initial = 0
grt_pass1_vias = 6314
grt_first_pass_wirelength_um = 31400
overflow = 0
grt_max_degree = 17
groute.usage.overall = 0.258

[placement]
hpwl_um = 15000
gp_congestion = 0.857
placedCellCount = 1182
pre_cts_ws_ns = 1.65
port_buffers = 64

[outcome]
status = complete, no violations

[min_path]
hold_path.class = in -> out
## Yosys cell counts, types with 6 or more instances
| library cell | count | share of area |
|---|---|---|
| nand2_1 | 164 | 0.075 |
| a21oi_1 | 21 | 0.013 |
| a21o_1 | 7 | 0.0064 |
| ha_1 | 95 | 0.14 |
| xnor2_1 | 16 | 0.017 |
| o21ai_0 | 11 | 0.0067 |
| nand3_1 | 6 | 0.0036 |
| inv_1 | 191 | 0.087 |
| nor2_1 | 18 | 0.0082 |
| fa_1 | 198 | 0.48 |
| clkbuf_1 | 35 | 0.016 |
| and2_1 | 112 | 0.085 |
| xor2_1 | 6 | 0.0064 |
## per-stage QoR
stage               cell area, µm²  hold WS [ns]
floorplan                     8240          5.64
global placement              9040          6.99
detailed placement            9040          6.99
CTS                           9040          6.99
global route                  9040          7.05
finish                        9040          6.98
## worst min path at each step
stage,from,to,slack (ns),cells after the start
6_report,multiplier[0],product[0],6.98,3
5_1_grt,multiplier[0],product[0],7.05,3
4_1_cts,multiplier[0],product[0],6.99,3
## worst max-delay path, stage by stage
cell and delay [ns]:
clkdlybuf4s50_1 0.80, and2_1 0.38, fa_1 0.53, inv_1 0.05
fa_1 0.52, inv_1 0.05, fa_1 0.48, inv_1 0.05
fa_1 0.47, inv_1 0.05, fa_1 0.47, ha_1 0.29
ha_1 0.43, a211oi_2 0.22, nor3b_1 0.09, o41ai_1 0.51
o21ai_0 0.29, a2111oi_1 0.42, or3b_1 0.16, clkdlybuf4s50_1 0.45
## cell families after synthesis
group / after synthesis / share of synthesized area
and+or+nand+nor: 323 / 0.189
xor gates and xnor gates: 22 / 0.0234
buffers and inverters: 227 / 0.104
adders and majority gates: 293 / 0.625
AOI/OAI and AO/OA: 70 / 0.0583
## layout make-up
class                           instances  area (µm²)
Multi-Input combinational cell        708        7390
Fill cell                            1544        6960
Inverter                              191         717
Timing Repair Buffer                   67         663
Tap cell                              216         270
## per-layer routing
layer / wire (µm) / vias up / global-route usage
met2: 10000 / 110 / 0.448
met3: 693 / 10 / 0.0334
met5: 0 / - / 0
li1: - / 2885 / -
met4: 146 / 0 / 0.0162
met1: 7930 / 3124 / 0.386

==> flow/design.v <==
module multiply_line_parallel_1(product, multiplicand, multiplier);
   input [31:0] multiplicand, multiplier;
   output [31:0] product;
   assign product = multiplier[0] ? multiplicand : 32'b0;
endmodule  
module multiply_line_parallel_2(product, multiplicand, multiplier);
   input [31:0] multiplicand, multiplier;
   output [31:0] product;
   wire [31:0] 	 multiplicand_shift_left, multiplier_shift_right;
   wire [31:0] 	 partial_product_0, partial_product_1;
   assign multiplicand_shift_left = multiplicand << 1;
   assign multiplier_shift_right = multiplier>> 1;
   multiply_line_parallel_1 mlp_0(partial_product_0, multiplicand, multiplier);
   multiply_line_parallel_1 mlp_1(partial_product_1, multiplicand_shift_left, multiplier_shift_right);
   assign product = partial_product_0 + partial_product_1;
endmodule  
module multiply_line_parallel_4(product, multiplicand, multiplier);
   input [31:0] multiplicand, multiplier;
   output [31:0] product;
   wire [31:0] 	 multiplicand_shift_left, multiplier_shift_right;
   wire [31:0] 	 partial_product_0, partial_product_1;
   assign multiplicand_shift_left = multiplicand << 2;
   assign multiplier_shift_right = multiplier>> 2;
   multiply_line_parallel_2 mlp_0(partial_product_0, multiplicand, multiplier);
   multiply_line_parallel_2 mlp_1(partial_product_1, multiplicand_shift_left, multiplier_shift_right);
   assign product = partial_product_0 + partial_product_1;
endmodule  
module multiply_line_parallel_8(product, multiplicand, multiplier);
   input [31:0] multiplicand, multiplier;
   output [31:0] product;
   wire [31:0] 	 multiplicand_shift_left, multiplier_shift_right;
   wire [31:0] 	 partial_product_0, partial_product_1;
   assign multiplicand_shift_left = multiplicand << 4;
   assign multiplier_shift_right = multiplier>> 4;
   multiply_line_parallel_4 mlp_0(partial_product_0, multiplicand, multiplier);
   multiply_line_parallel_4 mlp_1(partial_product_1, multiplicand_shift_left, multiplier_shift_right);
   assign product = partial_product_0 + partial_product_1;
endmodule  
module multiply_line_parallel_16(product, multiplicand, multiplier);
   input [31:0] multiplicand, multiplier;
   output [31:0] product;
   wire [31:0] 	 multiplicand_shift_left, multiplier_shift_right;
   wire [31:0] 	 partial_product_0, partial_product_1;
   assign multiplicand_shift_left = multiplicand << 8;
   assign multiplier_shift_right = multiplier>> 8;
   multiply_line_parallel_8 mlp_0(partial_product_0, multiplicand, multiplier);
   multiply_line_parallel_8 mlp_1(partial_product_1, multiplicand_shift_left, multiplier_shift_right);
   assign product = partial_product_0 + partial_product_1;
endmodule  
module multiply_line_parallel_32(product, multiplicand, multiplier);
   input [31:0] multiplicand, multiplier;
   output [31:0] product;
   wire [31:0] 	 multiplicand_shift_left, multiplier_shift_right;
   wire [31:0] 	 partial_product_0, partial_product_1;
   assign multiplicand_shift_left = multiplicand << 16;
   assign multiplier_shift_right = multiplier>> 16;
   multiply_line_parallel_16 mlp_0(partial_product_0, multiplicand, multiplier);
   multiply_line_parallel_16 mlp_1(partial_product_1, multiplicand_shift_left, multiplier_shift_right);
   assign product = partial_product_0 + partial_product_1;
endmodule  
module multiply16_unsigned_parallel(product, multiplicand, multiplier);
   input [31:0] multiplicand, multiplier;
   output [31:0] product;
   wire [31:0]	 multiplicand_lsb16, multiplier_lsb16;
   assign multiplicand_lsb16 = multiplicand & 32'h0000_FFFF;
   assign multiplier_lsb16 = multiplier & 32'h0000_FFFF;
   multiply_line_parallel_32 ml32_0(product, multiplicand_lsb16, multiplier_lsb16);
endmodule  
==> flow/run.sh <==
#!/bin/bash
# OpenROAD 26Q1-2900-gdf79404cd8, Yosys 0.63+post, stock flow scripts
make -C /OpenROAD-flow-scripts/flow DESIGN_CONFIG=/design/flow/config.mk WORK_HOME=/design/flow/orfs finish
==> flow/config.mk <==
export PLATFORM = sky130hd
export DESIGN_NAME = multiply16_unsigned_parallel
export DESIGN_NICKNAME = multiply16_unsigned_parallel
export VERILOG_FILES = /design/flow/design.v
export SDC_FILE = /design/flow/constraint.sdc
export NUM_CORES = 4
export LEC_CHECK = 1
export CORE_UTILIZATION = 50
==> flow/constraint.sdc <==
current_design multiply16_unsigned_parallel

set clk_period 22.8
set clk_io_pct 0.2

create_clock -name clk0 -period $clk_period

set non_clock_inputs [all_inputs -no_clocks]
set_input_delay [expr $clk_period * $clk_io_pct] -clock clk0 $non_clock_inputs
set_output_delay [expr $clk_period * $clk_io_pct] -clock clk0 [all_outputs]
==> qor.rpt <==
TIMING
----------------------------------------------------------------------------------------
Final period demand of the worst path .....................................     15.70 ns
Count of final hold-check violations ......................................            0
Worst-margin pin slew .....................................................    0.8266 ns
Setup repair after global routing missed its margin .......................           no
Minimum setup slack in the final design ...................................     7.101 ns
Final slew viol count .....................................................            0
Sum Neg Setup Slack .......................................................         0 ns
Setup violators final .....................................................            0
Worst slew slack as a fraction of its limit ...............................       0.4472
Crit share post-route .....................................................       0.6886
Peak clock frequency supported by timing ..................................  0.06370 GHz
Worst hold margin .........................................................     10.53 ns

CLOCK TREE
----------------------------------------------------------------------------------------
Post-CTS setup-driven buffer insertion count ..............................            0
Count of hold-fix buffers inserted at cts .................................            0
Gates resized, CTS repair .................................................            0

SYNTH
----------------------------------------------------------------------------------------
Count of mapped cells out of synthesis ....................................          919
Synthesis area per yosys ..................................................   8207 sq um
Post-synthesis cell count from yosys ......................................          919
Register area share after synthesis .......................................            0
Synthesis warning total ...................................................            0
Per-instance average area after synthesis .................................  8.930 sq um
Total standard cell area after synthesis ..................................   8207 sq um
Count of unique library cells instantiated by Yosys .......................           49

GLOBAL ROUTE
----------------------------------------------------------------------------------------
Grt total ovfl ............................................................            0
Antenna violations before repair ..........................................            0
Global-route wire length before repair ....................................     31480 um
Gr usage total ............................................................       0.2571
Largest net degree at the start of global routing .........................           17
Via count of the first global-routing pass ................................         6470

WORST SETUP PATH
----------------------------------------------------------------------------------------
Critical Path Start Type .................................................. primary input
Element type at the critical path end .....................................   output pin
Arr. time, crit path ......................................................     11.14 ns
Worst setup path category ................................................. primary input to output pin
Required @ worst endpoint .................................................     18.24 ns
Worst-path maximum fanout .................................................           16

FLOORPLANNING
----------------------------------------------------------------------------------------
Die area ..................................................................  16930 sq um
Core outline area .........................................................  15940 sq um
Floorplan Utilization .....................................................       0.5148
Io pins ...................................................................           96
Die Wd ....................................................................     130.1 um
Total number of placement rows ............................................           46
Die extent in y ...........................................................     130.1 um

DETAILED ROUTING
----------------------------------------------------------------------------------------
DRC viols .................................................................            0
Antenna Violating Nets Remaining ..........................................            0
Average wire per cell in the routed design ................................     15.79 um
Aggregate routed wire length ..............................................     18410 um
Via count of the routed design ............................................         6100
Number of DRC markers after the initial detailed-route iteration ..........          253
Number of search-and-repair iterations in the first detailed-routing pass .            6
Via density per instance ..................................................        5.232
Antenna Cells .............................................................            0

PLACED DESIGN
----------------------------------------------------------------------------------------
Port bufs .................................................................           64
Final weighted congestion of routability-driven global placement ..........       0.8678
DP Wirelength .............................................................     14740 um
Placed cells ..............................................................         1166
Worst slack after detailed placement ......................................     7.139 ns

CELLS AND AREA
----------------------------------------------------------------------------------------
Top library cells by usage in the layout, fill and taps aside ............. 198 x fa_1, 183 x inv_1, 164 x nand2_1
Number of clock buffers in the layout .....................................            0
Most common cell after layout, fill and taps aside ........................         fa_1
Synthesis-to-layout area growth ...........................................       9.620%
Final standard cell count with taps included and fillers excluded .........         1166
Fraction of final layout cells with drive strength greater than 1 .........     0.009474
Filler Cells Inserted .....................................................         1417
Utilization after layout ..................................................       0.5643
FFs & Latches .............................................................            0
Sequential Area ...........................................................      0 sq um

MIN PATH
----------------------------------------------------------------------------------------
Path category of the worst min-delay check ................................ primary input to output pin

RUN
----------------------------------------------------------------------------------------
Reported max-cap violation count ..........................................            0
Number of warning messages in the logs ....................................           64

STATUS
----------------------------------------------------------------------------------------
Run status ................................................................ finished clean

[per-stage QoR]
step / cell area (sq um)
floorplan: 8207
global placement: 8996
detailed placement: 8996
CTS: 8996
global route: 8996
finish: 8996
[layout make-up]
cell class | instances | area (sq um) | area share
repair buffers | 65 | 648.1 | 0.07204
well taps | 216 | 270.3 | 0.03004
multi-input cells | 700 | 7383 | 0.8207
inverters | 185 | 694.4 | 0.07719
[cells in the mapped netlist, drive strengths merged]
library cell | n | area, sq um
ha | 95 | 1189
nand4 | 2 | 12.51
a21boi | 2 | 15.02
a311oi | 1 | 8.760
mux2i | 3 | 30.03
nor4 | 1 | 12.51
inv | 184 | 690.7
nor2b | 2 | 12.51
a21o | 10 | 75.07
o211ai | 1 | 7.510
mux2 | 1 | 11.26
a211o | 3 | 26.28
o311ai | 1 | 8.760
a311o | 1 | 10.01
o21a | 1 | 7.510
o31ai | 2 | 15.01
a22oi | 1 | 21.27
nor2 | 12 | 45.04
nor4b | 1 | 8.760
a221oi | 2 | 23.77
xor2 | 7 | 61.31
xnor2 | 16 | 140.1
clkinv | 1 | 3.750
buf | 1 | 5.000
o211a | 1 | 10.01
nor3 | 1 | 5.000
nand2 | 164 | 615.6
and4b | 1 | 10.01
a21oi | 28 | 143.9
and2 | 114 | 713.2
nand3b | 1 | 7.510
o21ai | 8 | 40.04
or2 | 2 | 12.52
and3 | 1 | 6.260
and4 | 1 | 8.760
fa | 198 | 3964
nand3 | 6 | 30.03
a211oi | 2 | 20.02
o21bai | 5 | 37.54
o221ai | 1 | 8.760
clkbuf | 33 | 123.9
a41oi | 1 | 8.760
[kinds of logic after synthesis]
family / count (synthesis) / share of synthesized area
AND-OR/OR-AND: 71 / 0.05946
XOR/XNOR: 23 / 0.02455
adder cells (fa/ha/maj): 293 / 0.6278
buffers and inverters: 219 / 0.1003
multiplexers: 4 / 0.005031
AND/OR/NAND/NOR: 309 / 0.1828
[worst max-delay path: stages]
cell and delay (ns):
clkdlybuf4s50_1 1.01, nand2_1 0.17, fa_1 0.54, inv_1 0.05, fa_1 0.39, fa_1 0.54, inv_1 0.05, fa_1 0.54
inv_1 0.05, fa_1 0.48, inv_1 0.06, fa_1 0.52, inv_1 0.05, ha_1 0.41, nand4_1 0.15, a211oi_1 0.37
a22oi_4 0.12, o221ai_1 0.34, mux2i_1 0.14, nor2_1 0.12, clkdlybuf4s50_1 0.47
[path summary, 6_finish.rpt]
kind                              from     endpoint  depth (start not counted)
worst max-delay path  multiplicand[11]  product[31]                         21
worst min-delay path   multiplicand[0]   product[0]                          3
[routing by layer]
| metal | share of wire | vias up | wire length, um | track usage |
|---|---|---|---|---|
| li1 | - | 2823 | - | - |
| met3 | 0.062 | 24 | 1144 | 0.05511 |
| met4 | 0.020 | 0 | 372 | 0.04309 |
| met1 | 0.40 | 3079 | 7387 | 0.3736 |
| met2 | 0.52 | 174 | 9508 | 0.4274 |
| met5 | 0 | - | 0 | 0 |
